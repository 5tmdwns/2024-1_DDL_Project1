==> ./run.sh <==
#!/bin/bash
# OpenROAD 26Q1-2900-gdf79404cd8, Yosys 0.63+post, stock flow scripts
make -C /OpenROAD-flow-scripts/flow DESIGN_CONFIG=/design/flow/config.mk WORK_HOME=/design/flow/orfs finish
==> ./config.mk <==
export PLATFORM = sky130hd
export DESIGN_NAME = PW_RESET
export DESIGN_NICKNAME = PW_RESET
export VERILOG_FILES = /design/flow/design.v
export SDC_FILE = /design/flow/constraint.sdc
export NUM_CORES = 4
export LEC_CHECK = 1
export CORE_UTILIZATION = 30
==> ./constraint.sdc <==
current_design PW_RESET

set clk_period 5.1
set clk_io_pct 0.2

create_clock -name clk0 -period $clk_period [get_ports {CLK}]

set non_clock_inputs [all_inputs -no_clocks]
set_input_delay [expr $clk_period * $clk_io_pct] -clock clk0 $non_clock_inputs
set_output_delay [expr $clk_period * $clk_io_pct] -clock clk0 [all_outputs]
==> ./design.v <==
module PW_RESET( 
   PW, PW_TEMP,
   CLK, CORRECT, PW_TEMP_RESET, HASH, STAR, RESET, DISPLAY
   );
   input			CLK, CORRECT, PW_TEMP_RESET, HASH, STAR, RESET;  
   input [15:0]			DISPLAY;
   output reg [15:0]		PW, PW_TEMP;
   parameter			INIT = 0;
   parameter			PAR_PW = 1;
   parameter			PAR_PW_TEMP = 2;
   reg [2:0]			STATE;
   always @(posedge CLK) begin
      if(RESET) begin
	 PW = 0;
	 PW_TEMP <= 16'bz;
	 STATE = 0;
      end
      else if (PW_TEMP_RESET) PW_TEMP <= 16'bz;
      else begin
	 case(STATE)
	   INIT: begin
	      if(CORRECT && STAR)
		begin
		   STATE = PW;
		end
	      else if (CORRECT && HASH)
		begin
		   STATE = PAR_PW_TEMP;
		end
	      else STATE = INIT;
	   end
	   PW: begin
	      PW <= DISPLAY;
	      if(STAR) begin
		 STATE = INIT;
	      end
	      else STATE = PAR_PW;
	   end  
	   PW_TEMP: begin
	      PW_TEMP <= DISPLAY;
	      if(HASH) begin
		 STATE = INIT;
	      end
	      else STATE = PAR_PW_TEMP;
	   end  
	 endcase  
      end  
   end  
endmodule  
==> impl_metrics.toml <==
# physical design summary
[outcome]
status = "complete, no violations"

[setup_path]
worst_setup_path_end_kind = "flop"
r2r-end = "PW_TEMP[5]$_DFFE_PP_"
crit-reg2reg-launch = "PW_TEMP[4]$_DFFE_PP_"
critPathCapture = "PW_TEMP[5]$_DFFE_PP_"
cp.required_ns = 5.09
path_class = "primary input to flop"
r2r_cells = 5
cp_max_fo = 20
cp-start-kind = "primary input"
critPathArrivalTime_ns = 2.81
crit_path_start = "RESET"
r2r_slack_ns = 2.82

[global_routing]
track_usage_pct = 15.2
grt-ovfl-total = 0
grt_pass1_vias = 1055
antenna_found_initial = 0
grt_pass1_wl_um = 5020
grt_max_degree = 21

[drt]
route.detailed.drc = 0
post_drt_wl_per_cell_um = 14.3
wirelength_um = 3210
vias = 1115
antenna_left = 0
drtIter0Drc = 76
firstDrtPassIters = 5
num_antenna_cells = 0
viasPerCell = 4.98

[synth]
netlist_instances = 116
ys_types = 28
ys_chip_area_sq_mm = 0.00133
synth_area_sq_mm = 0.00133
synth.avg_cell_area_sq_um = 11.5
yosys_warnings = 3
synth_flops = 35
ys_cells = 116
ys_seq_share_pct = 64.6

[flow_run]
max_cap_violations = 0
warnings = 25

[place]
gp_congestion = 0.818
place_area_sq_mm = 0.00191
dp_cells = 216
place_hpwl_um = 2380
portBuffers = 53

[cells_and_area]
layout.cells.non_filler = 224
drive_above_1_share_pct = 6.90
syn_to_final_growth_pct = 51.5
layout_top_cells = "53 x clkdlybuf4s50_1, 21 x nor2_1, 19 x dfxtp_1"
lay_top_count = "clkdlybuf4s50_1"
fin_util_pct = 48.7
fin_area_sq_mm = 0.00202
n_fill_cell = 385

[power]
p_leak_nw = 0.703
power.switching_mw = 0.248
pwr-share-comb_pct = 28.8
ir_worst_vdd_uv = 243
fin_total_pwr_mw = 0.852
power_frac_seq_pct = 42.8
intPower_mw = 0.604
power_switching_share_pct = 29.1
p_clk_share_pct = 28.4
powerDensity_mw_per_mm2 = 422

[cts]
clockBufferDepth = 2
cts_hold_buffers = 0
cts-root-buf = "clkbuf_8"
cts_resized = 0
cts_setup_buffers = 0
numClockSinks = 35
path_clk_slew_ns = 0.07
cts_buffers = 5
cts_tree = "done"
insertion_delay_ns = 0.28
htree_levels = 2

[final_timing]
skew_ns = 0.00846
rsz0062_at_grt = "no"
finalCritPeriodShare_pct = 55.4
setup_tns_ns = 0
tightest_slew_ns = 0.969
setup_viol = 0
max_freq_mhz = 354
slew_violations = 0
relSlewSlack_pct = 34.9
period_minus_slack_ns = 2.82
hold_violations = 0

[floorplanning]
dieHeight_um = 68.6
die_x_um = 68.6
fp_util_pct = 32.2
core_area_sq_mm = 0.00414
num_rows = 23
ioPinCount = 54
chipArea_sq_mm = 0.00471

[worst_hold_path]
hp-class = "flop to flop"
min_from = "PW[4]$_SDFFE_PP0P_"
[through the flow]
step	hold WS [ns]	setup slack, ns
4_1_cts	0.511	2.27
3_5_place_dp	0.491	1.98
6_report	0.497	2.28
2_1_floorplan	0.437	2.42
3_3_place_gp	0.486	2.04
5_1_grt	0.532	2.16
[worst max-delay path: stages]
cell	delay (ns)
clkdlybuf4s50_1	0.96
nor2_1	0.16
o21ai_1	0.36
buf_4	0.29
[worst min path at each step]
| stage | to | slack, ns | depth (start not counted) |
|---|---|---|---|
| 5_1_grt | PW[14]$_SDFFE_PP0P_ | 0.53 | 2 |
| 6_report | PW[4]$_SDFFE_PP0P_ | 0.50 | 2 |
| 4_1_cts | PW[4]$_SDFFE_PP0P_ | 0.51 | 2 |
[metal layers]
metal  global-route usage [%]  wire [um]  vias to the layer above
met3                     5.83        307                        2
met2                     22.1       1500                       66
met1                     23.1       1380                      514
met4                     2.08         24                        0
met5                        0          0                        -
li1                         -          -                      533
[final cells by class]
class | count | area, sq um | share of cell area (%)
sequential | 35 | 861 | 42.6
timing repair buffer | 54 | 538 | 26.6
multi-input combinational | 75 | 440 | 21.8
clock buffer | 6 | 72.6 | 3.59
tap | 50 | 62.6 | 3.10
clock inverter | 2 | 37.5 | 1.86
inverter | 2 | 7.51 | 0.372
[state kept, by name, indices dropped and copies added, names as in the netlist]
register	cells
STATE	3
PW_TEMP	16
PW	16
[power by group through the flow]
stage | clock network [mW] | registers, mW | logic [mW]
4_1_cts | 0.249 | 0.365 | 0.247
5_1_grt | 0.263 | 0.370 | 0.272
6_report | 0.242 | 0.365 | 0.246
[cell families (layout without fill, tap and decap cells)]
| kind of cell | count (synthesis) | after routing | synth area share (%) |
|---|---|---|---|
| AOI/OAI and AO/OA | 25 | 25 | 11.2 |
| xor gates and xnor gates | 6 | 6 | 3.94 |
| muxes | 4 | 4 | 3.10 |
| buffers and inverters | 6 | 64 | 2.35 |
| DFF | 35 | 35 | 64.6 |
| and+or+nand+nor | 40 | 40 | 14.8 |
[synth_stat cells]
cell / number / area share [%]
and3_1: 1 / 0.47
nor2b_1: 1 / 0.47
nand4_1: 1 / 0.47
dfxtp_1: 19 / 29
buf_6: 1 / 0.85
edfxtp_1: 16 / 36
a31o_2: 1 / 0.66
a31oi_1: 1 / 0.47
nor3_1: 4 / 1.5
nor2_1: 21 / 5.9
o21ai_0: 1 / 0.38
or3_1: 1 / 0.47
nand2b_1: 1 / 0.47
mux2_2: 1 / 0.85
nor4_1: 4 / 1.9
nor4_4: 1 / 1.6
o221a_2: 1 / 0.85
nand3_1: 2 / 0.75
o31ai_1: 1 / 0.56
nand2_1: 3 / 0.85
mux2i_1: 3 / 2.3
a32o_1: 1 / 0.75
inv_1: 2 / 0.56
xnor2_1: 6 / 3.9
buf_2: 1 / 0.38
a21oi_1: 17 / 6.4
o21bai_1: 2 / 1.1
clkbuf_1: 2 / 0.56
Power and IR drop assume default switching activity.
