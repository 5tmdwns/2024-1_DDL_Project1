[flow/design.v]
module COMPARE( 
   CORRECT, ALERT, PW_TEMP_RESET,
   STAR, CLK, ALERT_OFF, CLOSE_SENSOR, PW, PW_TEMP, DISPLAY
   );
   input       STAR, CLK, ALERT_OFF,CLOSE_SENSOR;
   input [15:0]	PW, PW_TEMP, DISPLAY;
   output	CORRECT, ALERT, PW_TEMP_RESET;
   integer	WRONG = 0;
   reg			ALERT, CORRECT, PW_TEMP_RESET, UNLOCK;
   always@ (posedge CLK)
     begin
	if (STAR)  
	  begin
	     if(DISPLAY == PW)
	       begin
		  CORRECT <= 1;
		  WRONG <= 0;
	       end
	     else if(DISPLAY == PW_TEMP)
	       begin
		  CORRECT <= 1;
		  WRONG <= 0;
		  PW_TEMP_RESET <= 1;  
	       end
	     else if(CORRECT == 0)
	       begin
		  if ((DISPLAY != PW) || (DISPLAY != PW_TEMP))
		    begin
		       WRONG = WRONG + 1;
		       if(WRONG == 5)
			 begin
			    ALERT <= 1;
			    WRONG <= 0;
			 end
		    end
	       end  
	  end  
	else
	  begin
	     if (ALERT_OFF == 1)
	       ALERT <= 0;
	     else if (CLOSE_SENSOR == 1)
	       begin
		  CORRECT <= 0;
		  PW_TEMP_RESET <= 0;
	       end
	  end  
     end  
endmodule  
[flow/run.sh]
#!/bin/bash
# OpenROAD 26Q1-2900-gdf79404cd8, Yosys 0.63+post, stock flow scripts
make -C /OpenROAD-flow-scripts/flow DESIGN_CONFIG=/design/flow/config.mk WORK_HOME=/design/flow/orfs finish
[flow/config.mk]
export PLATFORM = sky130hd
export DESIGN_NAME = COMPARE
export DESIGN_NICKNAME = COMPARE
export VERILOG_FILES = /design/flow/design.v
export SDC_FILE = /design/flow/constraint.sdc
export NUM_CORES = 4
export LEC_CHECK = 1
export CORE_UTILIZATION = 40
[flow/constraint.sdc]
current_design COMPARE

set clk_period 9.5
set clk_io_pct 0.2

create_clock -name clk0 -period $clk_period [get_ports {CLK}]

set non_clock_inputs [all_inputs -no_clocks]
set_input_delay [expr $clk_period * $clk_io_pct] -clock clk0 $non_clock_inputs
set_output_delay [expr $clk_period * $clk_io_pct] -clock clk0 [all_outputs]
==> deck_impl_summary.md <==
Implementation Results

Placement
  – Routability cong.: around 0.85
  – Port Buffers: 54
  – Detailed placement HPWL: a little under 5 mm
  – Place WS: 4990 ps
  – Post-Place Cells: 410

Final timing
  – TNS Setup: 0 ps
  – Clock skew: roughly 6.3 ps
  – Slew headroom: 0.569
  – RSZ-0062 raised after global routing: false
  – Max-slew violations: 0
  – Worst Setup Slack, final: about 5300 ps
  – Final period util: 0.441
  – Fin crit period: roughly 4200 ps
  – Least-Margin Pin Slew: between 600 and 700 ps
  – Final Hold Viols: 0
  – Final Setup Violations: 0
  – Fmax: 239 MHz

Logic synthesis
  – EDFF count, synth: 35
  – Post-synth top area cell: edfxtp_1
  – Top area cell types: edfxtp_1 39%, xor2_1 15%, nor2_1 5.4%
  – Gate count of the mapped netlist: 289
  – Synthesized area: 2700 sq um
  – Yosys chip area: between 2000 and 3000 sq um
  – Synth flops: 35
  – Syn. warnings: 1
  – Ys async rst share: 0
  – # Cells Yosys: between 200 and 300
  – Commonest flop: edfxtp_1
  – Distinct cells, synth: 48
  – Top cell area share: 0.389
  – Mapped Avg Cell Area: a little over 9 sq um
  – Post-synthesis sequential area ratio: 0.389

CTS
  – H-tree lvl count: 2
  – CTS tree: built
  – Clk buf depth: 2
  – Setup bufs post-CTS: 0
  – Root Buffer: clkbuf_8
  – Resize count post-CTS: 0
  – CTS hold repair buffers: 0
  – Clk pin slew, worst setup/hold paths: about 70 ps
  – Sink Count: 35
  – CTS Buf Count: 5
  – Clock latency on the worst-skew pair: 280 ps

Cells and area
  – Share of layout cells above drive strength 1: 0.0469
  – Top Layout Cells: 54 x clkdlybuf4s50_1, 47 x xor2_1, 39 x nor2_1
  – Most instantiated logic cell after routing: clkdlybuf4s50_1
  – Gate Area: 1580 sq um
  – Fillers: approximately 600
  – Synth-to-layout area growth: 25.2%
  – Register Area: 1050 sq um
  – Non-filler cells, final: approximately 420
  – Final core utilization: 0.527

Power and ir drop
  – Sequential power share: 0.539
  – Internal power: roughly 260 uW
  – P_leak: 1.19 nW
  – Sw power: 81.9 uW
  – Comb pwr share: 0.163
  – PD cells: 101 nW/um^2
  – Clock share of power: 0.298
  – Switching fraction of total power: 0.239
  – VDD IR max: 0.0420 mV

Drt
  – Vias per std cell: 5.50
  – Post-route ant nets: 0
  – Via count: 2299
  – Routed WL: approximately 6.3 mm
  – Iteration-0 DRC Markers: ~97
  – TritonRoute pass-1 iters: 4
  – Drt drc: 0
  – Diodes inserted: 0
  – Drt wl/cell: 15.2 um

Job
  – Tool warnings: 26
  – Max Cap Viol: 0

Setup path
  – Critical path arrival: about 4200 ps
  – R2R Path End: ALERT
  – CP Launch Type: primary input
  – Worst-path fanout max: 17
  – WS Path Type: in2reg
  – Depth of the worst register-to-register path: 8
  – CP required: between 9000 and 10000 ps
  – R2r setup slk: 6350 ps
  – RR Startpoint: WRONG[0]
  – Worst Setup SP: DISPLAY[8]
  – Setup crit end kind: register

Floorplan
  – Fp util: 0.421
  – Rows: 29
  – Die height: approximately 84 um
  – Core Box Area: around 6400 sq um
  – Die Width: 84.2 um
  – # IOs: around 55
  – Die area: 7090 sq um

Outcome
  – Outcome: completed

Hold path
  – Hold endpoint: WRONG[31]
  – Worst hold path cell count: 2
  – Hold Path Class: reg2reg
  – Worst hold start: WRONG[31]

GRT
  – Vias in the first global route: approximately 2300
  – Largest net degree at the start of global routing: 35
  – Total track usage: 0.192
  – Antenna violations before repair: 0
  – GR Overflow Total: 0
  – First-pass GRT wire length: ~11 mm
## power groups by stage
stage,combinational (mW),sequential [mW],clock (mW)
CTS,0.0564,0.185,0.106
global route,0.0613,0.186,0.111
finish,0.0558,0.185,0.102
## synth_stat cells (2+ instances only)
cell type,count
o21ai_0,5
edfxtp_1,35
inv_1,5
a31oi_1,3
buf_2,3
nor4_1,13
or2_2,2
nor3_1,9
buf_4,2
and3_1,11
a21o_1,4
xnor2_1,15
and4_1,2
o2111ai_1,2
o22ai_1,2
clkbuf_1,5
nor2_1,39
nand3_1,20
a21oi_1,5
xor2_1,47
ha_1,2
nor3b_1,5
nand2_1,13
a22o_1,2
nand4_1,13
nor2b_1,2
or3_1,2
## final cells by class
cell class,instances,area share
sequential,35,0.311
timing repair buffer,56,0.164
multi-input combinational,237,0.468
clock inverter,2,0.00222
inverter,5,0.00555
tap,77,0.0285
clock buffer,6,0.0214
## cell families (layout without fill, tap and decap cells)
| logic type | after synthesis | after routing | synth area share |
|---|---|---|---|
| XOR/XNOR | 62 | 62 | 0.201 |
| multiplexers | 2 | 2 | 0.00787 |
| flip-flops | 35 | 35 | 0.389 |
| AND-OR/OR-AND | 31 | 31 | 0.0806 |
| adder cells (fa/ha/maj) | 2 | 2 | 0.00926 |
| AND/OR/NAND/NOR | 140 | 140 | 0.281 |
| buffers and inverters | 17 | 69 | 0.0310 |
## critical path, cell delays in order
cell             delay, ps
clkdlybuf4s50_1        440
xor2_1                 160
nor4_1                 390
nand4_1                280
a31oi_4                620
buf_4                  360
## per-layer routing
metal / vias to the layer above / wire [um] / track usage
met3: 9 / 280 / 0.0309
met1: 1066 / 2870 / 0.274
met5: - / 0 / 0
li1: 1163 / - / -
met4: 0 / 100 / 0.0219
met2: 61 / 3080 / 0.332
## worst max-delay path by stage
stage	end	slack, ps
CTS	WRONG[4]	5270
global route	WRONG[4]	5110
finish	WRONG[4]	5310
## stage by stage
stage	hold WS [ps]	area (sq um)	total power [mW]
after floorplan	616	2700	0.212
after global placement	651	3300	0.244
after detailed placement	657	3300	0.244
after CTS	679	3380	0.347
after global routing	708	3380	0.358
final	675	3380	0.343
## flip-flops by register name, indices dropped and copies added, names as in the netlist
signal and cells:
PW_TEMP_RESET 1, CORRECT 1, ALERT 1, WRONG 32
No activity file was given, so power comes from the tool's default toggle rates.
