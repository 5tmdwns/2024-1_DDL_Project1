--- design/flow/run.sh ---
#!/bin/bash
# OpenROAD 26Q1-2900-gdf79404cd8, Yosys 0.63+post, stock flow scripts
make -C /OpenROAD-flow-scripts/flow DESIGN_CONFIG=/design/flow/config.mk WORK_HOME=/design/flow/orfs finish
--- design/flow/config.mk ---
export PLATFORM = sky130hd
export DESIGN_NAME = DISPLAY
export DESIGN_NICKNAME = DISPLAY
export VERILOG_FILES = /design/flow/design.v
export SDC_FILE = /design/flow/constraint.sdc
export NUM_CORES = 4
export LEC_CHECK = 1
export CORE_UTILIZATION = 40
--- design/flow/constraint.sdc ---
current_design DISPLAY

set clk_period 6.1
set clk_io_pct 0.2

create_clock -name clk0 -period $clk_period [get_ports {CLK}]

set non_clock_inputs [all_inputs -no_clocks]
set_input_delay [expr $clk_period * $clk_io_pct] -clock clk0 $non_clock_inputs
set_output_delay [expr $clk_period * $clk_io_pct] -clock clk0 [all_outputs]
--- design/flow/design.v ---
module DISPLAY( 
   DISPLAY,
   BUTTON, STAR, HASH, CLK
   );
   input [9:0] BUTTON;
   input       STAR, HASH;
   input       CLK;
   output reg [15:0] DISPLAY;
   always@ (posedge CLK)
     begin
   if (STAR | HASH)  
     begin
	DISPLAY <= 16'd0;
     end
   else
     begin
	if (BUTTON[0])
	  begin
	     DISPLAY <= DISPLAY * 10 + 0;
	  end
	else if (BUTTON[1])
	  begin
	     DISPLAY <= DISPLAY * 10 + 1;
	  end
	else if (BUTTON[2])
	  begin
	     DISPLAY <= DISPLAY * 10 + 2;
	  end
	else if (BUTTON[3])
	  begin
	     DISPLAY <= DISPLAY * 10 + 3;
	  end
	else if (BUTTON[4])
	  begin
	     DISPLAY <= DISPLAY * 10 + 4;
	  end
	else if (BUTTON[5])
	  begin
	     DISPLAY <= DISPLAY * 10 + 5;
	  end
	else if (BUTTON[6])
	  begin
	     DISPLAY <= DISPLAY * 10 + 6;
	  end
	else if (BUTTON[7])
	  begin
	     DISPLAY <= DISPLAY * 10 + 7;
	  end
	else if (BUTTON[8])
	  begin
	     DISPLAY <= DISPLAY * 10 + 8;
	  end
	else if (BUTTON[9])
	  begin
	     DISPLAY <= DISPLAY * 10 + 9;
	  end
	else
	  begin
	     DISPLAY <= DISPLAY;
	  end
     end  
     end  
endmodule  
==> qor.yml <==
status: "complete, no violations"
synthDistinctLibCells: 56
fp_util_pct: 42.73
slew_viol_final: 0
drive_gt1_share_pct: 6.367
mostFrequentLayoutCell: "nor2_1"
overflow: 0
yosys_area_sq_mm: 0.001912
wl_mm: 4.301
warnings: 27
fin_setup_tns_ns: 0
cts_sinks: 16
routabilityCongestion: 0.8548
drtAntennaViolNets: 0
ff_type: "dfxtp_1"
post-route-drc-count: 0
first_pass_iters: 4
layout_setup_ws_ns: 2.448
clkPwrFrac_pct: 32.9
max_freq_mhz: 273.8
cts_buffers: 3
fin_crit_sh_pct: 59.87
cp_max_fo: 9
lay_top_cells: "nor2_1 (29), ha_1 (28), clkdlybuf4s50_1 (28), a21oi_1 (17)"
design_area_sq_mm: 0.002267
htree_levels: 1
startpoint_type: "flip-flop"
insertion_delay_ns: 0.24
rsz0062_at_grt: "false"
place_area_sq_mm: 0.002226
r2r_cells: 10
clock_skew_ns: 0.001793
io_buffers: 28
postSynth.asyncResetShare_pct: 0
worst_pin_slew_ns: 0.7912
largest_reg_flops: 16
min_from: "DISPLAY[15]$_SDFFE_PP0P_"
ys_warn_count: 1
cts_setup_buffers: 0
p_leak_nw: 0.9745
p_sw_share_pct: 25.46
drt_first_iter_violations: 59
clk_path_buf_depth: 2
cts.clk_slew.worst_paths_ns: 0.06
die_x_um: 71.14
io_pins: 29
worstPathRequired_ns: 6.25
grt_max_degree: 28
postCtsHoldBufs: 0
antenna_cells: 0
power.switching_mw: 0.05936
holdPathEnd: "DISPLAY[15]$_SDFFE_PP0P_"
p_per_area_mw_per_mm2: 102.8
hold_viol_final: 0
area_growth_pct: 18.59
cts_tree: "yes"
rr_startpoint: "DISPLAY[1]$_SDFFE_PP0P_"
grt.total_usage_pct: 18.79
synthesis.area_sq_mm: 0.001912
top_register: "DISPLAY"
rr_endpoint: "DISPLAY[15]$_SDFFE_PP0P_"
dp_slack_ns: 2.264
p_seq_share_pct: 46.9
grt_antenna_before_repair: 0
synth_cells: 243
routedWlPerCell_um: 13.48
numSynthFlops: 16
yosys-stat-cells: 243
fp-row-count: 24
irDropWorstVdd_mv: 0.04512
viasPerCell: 5.727
power_mw: 0.2331
setup.worst_path.class: "reg -> reg"
cts_resized: 0
syn_avg_cell_area_sq_um: 7.868
critPathCaptureType: "flip-flop"
finalCriticalPeriod_ns: 3.652
edf_count: 0
final_core_util_pct: 50.67
setup_viol: 0
vias: 1827
grt_pass1_wl_mm: 7.631
die_area_sq_mm: 0.005060
worstHoldPathCells: 2
r2r_setup_slack_ns: 2.45
top_regs: "DISPLAY (16)"
postSynthSeqShare_pct: 16.75
hold_class: "reg -> reg"
dp_hpwl_mm: 3.513
cap_violations: 0
internal_power_mw: 0.1738
die_h_um: 71.14
cts_root_buffer: "clkbuf_8"
max_slew_margin_pct: 47.25
core_area_sq_mm: 0.004474
p_comb_share_pct: 20.2
grt_pass1_vias: 1646
worst-endpoint-arrival_ns: 3.80
-- cell type report --
class / instances / area, sq um
Timing Repair Buffer: 29 / 287.8
Sequential cell: 16 / 320.3
Clock buffer: 3 / 41.29
Inverter: 6 / 22.52
Tap cell: 52 / 65.06
Multi-Input combinational cell: 213 / 1530
Fill cell: 433 / 2207
-- worst max-delay path, stage by stage (launching register included) --
cell	delay, ns
dfxtp_1	0.52
ha_1	0.30
ha_1	0.26
fa_1	0.46
a211oi_2	0.36
o21bai_1	0.12
a221oi_1	0.39
o211ai_1	0.26
nand4bb_1	0.31
a2111o_1	0.31
a311oi_1	0.27
-- through the flow --
| step | hold slack (ns) | cells |
|---|---|---|
| after detailed placement | 0.4977 | 316 |
| after global placement | 0.4907 | 316 |
| after floorplan | 0.4529 | 243 |
| after global routing | 0.5427 | 319 |
| final | 0.4997 | 319 |
| after CTS | 0.5060 | 319 |
-- power by group through the flow --
| stage | sequential (mW) | clock, mW | combinational, mW |
|---|---|---|---|
| 4_1_cts | 0.109 | 0.0788 | 0.0472 |
| 5_1_grt | 0.110 | 0.0856 | 0.0532 |
| 6_report | 0.109 | 0.0767 | 0.0471 |
-- kinds of logic (layout without fill, tap and decap cells) --
group,Yosys count,count (layout),synth area share [%]
and+or+nand+nor,87,87,23.37
AOI/OAI and AO/OA,79,79,28.99
adders and majority gates,29,29,19.37
xor gates and xnor gates,17,17,7.788
DFF,16,16,16.75
buffers and inverters,14,38,3.206
muxes,1,1,0.5236
-- how the worst max path moves through the flow --
stage | slack, ns | cells after the start | start | endpoint
4_1_cts | 2.41 | 10 | DISPLAY[1]$_SDFFE_PP0P_ | DISPLAY[15]$_SDFFE_PP0P_
5_1_grt | 2.15 | 10 | DISPLAY[1]$_SDFFE_PP0P_ | DISPLAY[15]$_SDFFE_PP0P_
6_report | 2.45 | 10 | DISPLAY[1]$_SDFFE_PP0P_ | DISPLAY[15]$_SDFFE_PP0P_
-- metal layers --
metal	GRT usage, %	vias up	part of all wire, %
li1	-	974	-
met1	29.29	816	50
met2	30.34	35	47
met3	1.156	2	2.5
met4	1.778	0	0.51
met5	0	-	0
-- cells in the mapped netlist (2+ instances only) --
library cell / count / area [sq um]
nand4_1: 3 / 18.77
xnor2_1: 12 / 105.1
or2_1: 2 / 12.51
nor3_1: 6 / 30.03
nor2_1: 29 / 108.9
ha_1: 28 / 350.3
or2_2: 7 / 43.79
a211oi_1: 9 / 67.56
nand3_1: 2 / 10.01
or4_1: 2 / 15.01
a21o_1: 4 / 30.03
o21bai_1: 4 / 30.03
o22ai_1: 4 / 25.02
a221oi_1: 3 / 26.28
a21oi_1: 17 / 85.08
nand2_1: 16 / 60.06
xor2_1: 5 / 43.79
nor2b_1: 3 / 18.77
and2_1: 5 / 31.28
a311oi_1: 4 / 35.03
inv_1: 6 / 22.52
o31ai_1: 2 / 15.01
clkbuf_1: 5 / 18.77
a21oi_2: 2 / 17.52
o311ai_0: 2 / 17.52
o211ai_1: 6 / 45.04
o21ai_0: 11 / 55.05
dfxtp_1: 16 / 320.3
No activity file was given, so power comes from the tool's default toggle rates.
